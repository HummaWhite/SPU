==> config.mk <==
export PLATFORM = sky130hd
export DESIGN_NAME = ALU_32
export DESIGN_NICKNAME = ALU_32
export VERILOG_FILES = /design/flow/design.v
export SDC_FILE = /design/flow/constraint.sdc
export NUM_CORES = 4
export LEC_CHECK = 1
export CORE_UTILIZATION = 30
==> constraint.sdc <==
current_design ALU_32

set clk_period 26.4
set clk_io_pct 0.2

create_clock -name clk0 -period $clk_period

set non_clock_inputs [all_inputs -no_clocks]
set_input_delay [expr $clk_period * $clk_io_pct] -clock clk0 $non_clock_inputs
set_output_delay [expr $clk_period * $clk_io_pct] -clock clk0 [all_outputs]
==> design.v <==
`timescale 1ns / 1ps
`timescale 1ns / 1ps
module Half_Adder(F, C, A, B);
	output wire F, C;
	input A, B;
	and (C, A, B);
	xor (F, A, B);
endmodule
module Half_Adder_S(F, C, A, B);
	output wire F, C;
	input A, B;
	assign C = A & B;
	assign F = A ^ B;
endmodule
module Full_Adder(F, Cout, A, B, Cin);
	output wire F, Cout;
	input A, B, Cin;
	wire AB, ACin, BCin;
	and (AB, A, B);
	and (ACin, A, Cin);
	and (BCin, B, Cin);
	or (Cout, AB, ACin, BCin);
	xor (F, A, B, Cin);
endmodule
module Full_Adder_S(F, Cout, A, B, Cin);
	output wire F, Cout;
	input A, B, Cin;
	assign Cout = (A & B) | (A & Cin) | (B & Cin);
	assign F = A ^ B ^ Cin;
endmodule
module AC_Adder_4(F, Cout, A, B, Cin);
	output wire[3:0] F;
	output wire Cout;
	input[3:0] A, B;
	input Cin;
	wire C3, C2, C1;
	wire P3, G3, P2, G2, P1, G1, P0, G0;
	wire hs3, hs2, hs1, hs0;
	assign P3 = A[3] | B[3], G3 = A[3] & B[3];
	assign P2 = A[2] | B[2], G2 = A[2] & B[2];
	assign P1 = A[1] | B[1], G1 = A[1] & B[1];
	assign P0 = A[0] | B[0], G0 = A[0] & B[0];
	assign C1 = P0 & (G0 | Cin);
	assign C2 = P1 & (G1 | P0) & (G1 | G0 | Cin);
	assign C3 = P2 & (G2 | P1) & (G2 | G1 | P0) & (G2 | G1 | G0 | Cin);
	assign Cout = P3 & (G3 | P2) & (G3 | G2 | P1) & (G3 | G2 | G1 | P0) & (G3 | G2 | G1 | G0 | Cin);
	assign hs3 = P3 & (~G3);
	assign hs2 = P2 & (~G2);
	assign hs1 = P1 & (~G1);
	assign hs0 = P0 & (~G0);
	assign F[3] = hs3 ^ C3;
	assign F[2] = hs2 ^ C2;
	assign F[1] = hs1 ^ C1;
	assign F[0] = hs0 ^ Cin;
endmodule
module S_Adder_16(F, Cout, A, B, Cin);
	output wire[15:0] F;
	output wire Cout;
	input[15:0] A, B;
	input Cin;
	wire [14:0]C;
	Full_Adder_S U0(F[0], C[0], A[0], B[0], Cin);
	Full_Adder_S U1(F[1], C[1], A[1], B[1], C[0]);
	Full_Adder_S U2(F[2], C[2], A[2], B[2], C[1]);
	Full_Adder_S U3(F[3], C[3], A[3], B[3], C[2]);
	Full_Adder_S U4(F[4], C[4], A[4], B[4], C[3]);
	Full_Adder_S U5(F[5], C[5], A[5], B[5], C[4]);
	Full_Adder_S U6(F[6], C[6], A[6], B[6], C[5]);
	Full_Adder_S U7(F[7], C[7], A[7], B[7], C[6]);
	Full_Adder_S U8(F[8], C[8], A[8], B[8], C[7]);
	Full_Adder_S U9(F[9], C[9], A[9], B[9], C[8]);
	Full_Adder_S UA(F[10], C[10], A[10], B[10], C[9]);
	Full_Adder_S UB(F[11], C[11], A[11], B[11], C[10]);
	Full_Adder_S UC(F[12], C[12], A[12], B[12], C[11]);
	Full_Adder_S UD(F[13], C[13], A[13], B[13], C[12]);
	Full_Adder_S UE(F[14], C[14], A[14], B[14], C[13]);
	Full_Adder_S UF(F[15], Cout, A[15], B[15], C[14]);
endmodule
module Adder_16(F, Cout, A, B, Cin);
	output wire[15:0] F;
	output wire Cout;
	input[15:0] A, B;
	input Cin;
	wire [2:0]C;
	AC_Adder_4 U0(F[3:0], C[0], A[3:0], B[3:0], Cin);
	AC_Adder_4 U1(F[7:4], C[1], A[7:4], B[7:4], C[0]);
	AC_Adder_4 U2(F[11:8], C[2], A[11:8], B[11:8], C[1]);
	AC_Adder_4 U3(F[15:12], Cout, A[15:12], B[15:12], C[2]);
endmodule
module Adder_16_S(F, Cout, A, B, Cin);
	output wire[15:0] F;
	output wire Cout;
	input[15:0] A, B;
	input Cin;
	assign {Cin, F} = A + B + Cin;
endmodule
module C_Adder_16(F, Cout, A, B, Sub);
	output wire[15:0] F;
	output wire Cout;
	input[15:0] A, B;
	input Sub;
	wire [15:0]TB;
	assign TB = (Sub) ? ~B : B;
	Adder_16_S U1(F, Cout, A, TB, Sub);
endmodule
module Adder_32(F, Cout, OF, SF, ZF, CF, A, B, Cin);
	output wire [31:0]F;
	output wire Cout, OF, SF, ZF, CF;
	input [31:0]A;
	input [31:0]B;
	input Cin;
	assign {Cout, F} = A + B + Cin;
	assign OF = (A[31] & B[31] & (!F[31])) | ((!A[31]) & (!B[31]) & F[31]);
	assign SF = F[31];
	assign ZF = (F == 0);
	assign CF = Cout ^ Cin;
endmodule
module MUX_32_8(Out, I7, I6, I5, I4, I3, I2, I1, I0, OPctr);
	output reg[31:0] Out;
	input[31:0] I7, I6, I5, I4, I3, I2, I1, I0;
	input[2:0] OPctr;
	always @ (I7 or I6 or I5 or I4 or I3 or I2 or I1 or I0 or OPctr)
	begin
		case (OPctr)
			3'b000: Out = I0;
			3'b010: Out = I2;
			3'b100: Out = I4;
			3'b101: Out = I5;
			3'b110: Out = I6;
			3'b111: Out = I7;
			default: Out = 32'b0;
		endcase
	end
endmodule
module ALU_Controller(OPctr, SUBctr, OVctr, SIGctr, ALUctr);
	output reg[2:0] OPctr;
	output reg SUBctr, OVctr, SIGctr;
	input[3:0] ALUctr;
	always @ (ALUctr)
	begin
		case (ALUctr)
			4'b0000:	 
			begin
				OPctr = 3'b000; SUBctr = 0; OVctr = 1; SIGctr = 0;
			end
			4'b0001:	 
			begin
				OPctr = 3'b000; SUBctr = 0; OVctr = 0; SIGctr = 0;
			end
			4'b0010:	 
			begin
				OPctr = 3'b000; SUBctr = 1; OVctr = 1; SIGctr = 0;
			end
			4'b0011:	 
			begin
				OPctr = 3'b000; SUBctr = 1; OVctr = 0; SIGctr = 0;
			end
			4'b0100:	 
			begin
				OPctr = 3'b100; SUBctr = 0; OVctr = 0; SIGctr = 0;
			end
			4'b0101:	 
			begin
				OPctr = 3'b101; SUBctr = 0; OVctr = 0; SIGctr = 0;
			end
			4'b0110:	 
			begin
				OPctr = 3'b110; SUBctr = 0; OVctr = 0; SIGctr = 0;
			end
			4'b0111:	 
			begin
				OPctr = 3'b111; SUBctr = 0; OVctr = 0; SIGctr = 0;
			end
			4'b1010:	 
			begin
				OPctr = 3'b010; SUBctr = 1; OVctr = 0; SIGctr = 1;
			end
			4'b1011:	 
			begin
				OPctr = 3'b010; SUBctr = 1; OVctr = 0; SIGctr = 0;
			end
			default:
			begin
				OPctr = 3'b000; SUBctr = 0; OVctr = 0; SIGctr = 0;
			end
		endcase
	end
endmodule
module ALU_32(Res, Zero, Overfl, A, B, ALUctr);
	output wire[31:0] Res;
	output wire Zero, Overfl;
	input[31:0] A, B;
	input[3:0] ALUctr;
	wire[2:0] OPctr;
	wire SUBctr, OVctr, SIGctr;
	ALU_Controller ALUCt(OPctr, SUBctr, OVctr, SIGctr, ALUctr);
	wire[31:0] MUX_B;
	assign MUX_B = SUBctr ? ~B : B;
	wire[31:0] AndRes;	 
	wire[31:0] OrRes;	 
	wire[31:0] XorRes;	 
	wire[31:0] NorRes;	 
	assign AndRes = A & B;
	assign OrRes = A | B;
	assign XorRes = A ^ B;
	assign NorRes = ~(A | B);
	wire [31:0]AddRes;	 
	wire OF, SF, ZF, CF;
	wire Cout;
	Adder_32 Adder(AddRes, Cout, OF, SF, ZF, CF, A, MUX_B, SUBctr);
	assign Zero = ZF;
	assign Overfl = OF & OVctr;
	wire Less, MUX_SltOP;
	assign Less = OF ^ SF;
	assign MUX_SltOP = SIGctr ? Less : CF;
	wire [31:0]SltRes;	 
	assign SltRes = MUX_SltOP ? 32'h1 : 32'h0;
	reg[31:0] I3;
	reg[31:0] I1;
	MUX_32_8 MUX_Res(Res, NorRes, XorRes, OrRes, AndRes, I3, SltRes, I1, AddRes, OPctr);
endmodule
==> run.sh <==
#!/bin/bash
# OpenROAD 26Q1-2900-gdf79404cd8, Yosys 0.63+post, stock flow scripts
make -C /OpenROAD-flow-scripts/flow DESIGN_CONFIG=/design/flow/config.mk WORK_HOME=/design/flow/orfs finish
==> flow report <==
============================================================================
Outcome ....................................................... finished clean
IO Port Bufs ..................................................          102
Static leakage ................................................      2.52 nW
Critical path class ........................................... primary input to output pin
PwrDens .......................................................  29.0 mW/mm2
Kind of launch point of the worst setup path .................. primary input
Starting DRC count in detailed routing ........................          327
Area taken by multi-input logic gates .........................  0.00415 mm2
Count of boundary I/O pins ....................................          102
Maximum number of pins on one net before global-route repair ..           64
Total global routing overflow .................................            0
Number of warnings in the stage logs ..........................           66
Arrival time at the worst endpoint ............................      9.81 ns
GP Congestion .................................................        0.938
Sequential share of the synthesized area ......................            0
Post-CTS Resized ..............................................            0
Detailed-route vias per instance ..............................         5.04
Yosys synthesis chip area .....................................  0.00455 mm2
Pins Over Slew Limit ..........................................            0
Top delay family on crit path ................................. buffers and inverters
CP endpoint kind ..............................................   output pin
Number of standard-cell rows in the floorplan .................           44
Fraction of layout cells with a size suffix above 1 ...........       0.0418
Slowest stage cell, crit path ................................. sky130_fd_sc_hd__clkdlybuf4s50_1
Setup repair after global routing missed its margin ...........        false
Number of setup violations in the final report ................            0
Remaining design rule violation count .........................            0
Crit-path max FO ..............................................           32
Global-route usage over all layers ............................        0.161
Required arrival time at the worst endpoint ...................     21.12 ns
Commonest cells after routing, fill and taps aside ............ 100 x sky130_fd_sc_hd__clkdlybuf4s50_1, 97 x sky130_fd_sc_hd__ha_1, 77 x sky130_fd_sc_hd__xnor2_1
Syn Std Cell Area .............................................  0.00455 mm2
Post-synthesis instance total .................................          618
Die Span X ....................................................       125 um
Period utilization ............................................        0.572
Final TNS setup ...............................................         0 ns
Slew Limit Headroom ...........................................        0.551
Count of unique library cells instantiated by Yosys ...........           62
Total area of sequential cells ................................        0 um2
Max Clk Rate ..................................................     66.2 MHz
Count of warnings emitted by yosys ............................            2
Drt wl/cell ...................................................      14.3 um
Area of the core ..............................................   0.0146 mm2
Worst Hold Class .............................................. primary input to output pin
Tally of clock buffers in the finished layout .................            0
First-pass GRT wire length ....................................      20.7 mm
Number of global-route vias before repair .....................         4114
Number of cells in the design after placement .................          877
Slew at the pin closest to its max-slew limit .................     0.668 ns
Fp_density ....................................................        0.310
Num sequential ................................................            0
Number of iterations in the first detailed-routing pass .......           11
Final cell count without fillers ..............................          877
Final worst path period need ..................................     15.09 ns
Cell breakdown of the critical path ........................... clkdlybuf4s50_1, nor2b_4, buf_4, xnor2_1, fa_1, a211oi_2, o21ai_2, a22oi_2, a21oi_1, xnor2_1, nand4_1, nor4_2, nand4_1, nor4b_2, clkdlybuf4s50_1
Overall routed net length .....................................      12.5 mm
Area growth from synthesis to final layout ....................        25.3%
Diodes inserted ...............................................            0
Number of nets with antenna violations after routing ..........            0
Detailed-route via count ......................................         4423
Initial antenna violation count ...............................            0
Post-CTS setup buffer count ...................................            0
Avg Synthesized Cell Area .....................................     7.36 um2
Most common library cell in the layout ignoring fill and taps . sky130_fd_sc_hd__clkdlybuf4s50_1
Half-perimeter wire length after placement ....................      10.3 mm
Buf/Inv on CP .................................................            3
Tally of max-capacitance violations ...........................            0
CTS Hold Bufs .................................................            0
Y dimension of the die ........................................       125 um
Final hold viol count .........................................            0
Die area ......................................................   0.0157 mm2
Peak supply drop ..............................................      6.98 uV
Stage delay of the slowest cell on the critical path ..........      0.52 ns
Fill cell instance count of the final layout ..................         1520
Cell total in the yosys stat output ...........................          618
============================================================================
-- per-stage QoR --
stage	power [W]	cell area [um2]	hold WS, ns	setup WS (ns)	util
6_report	0.000165	5700	11.52	11.31	0.389
5_1_grt	0.000184	5700	11.57	11.05	0.389
4_1_cts	0.000167	5700	11.52	11.21	0.389
3_5_place_dp	0.000165	5700	11.52	11.24	0.389
3_3_place_gp	0.000167	5700	11.55	11.30	0.389
2_1_floorplan	0.000102	4550	10.58	12.83	-
-- cells in the mapped netlist, drive strengths merged, types with 5 or more instances --
| cell type | count | share of area |
|---|---|---|
| a21o | 7 | 0.012 |
| and3 | 6 | 0.0083 |
| o21ai | 26 | 0.030 |
| nand3 | 6 | 0.0066 |
| nand2b | 5 | 0.0074 |
| buf | 15 | 0.017 |
| xnor2 | 78 | 0.15 |
| a31oi | 10 | 0.017 |
| nand2 | 26 | 0.021 |
| ha | 97 | 0.27 |
| a211oi | 9 | 0.021 |
| mux2i | 33 | 0.073 |
| inv | 72 | 0.059 |
| clkbuf | 17 | 0.014 |
| xor2 | 14 | 0.027 |
| nand4 | 7 | 0.0096 |
| nor2 | 41 | 0.034 |
| o211ai | 11 | 0.018 |
| a21oi | 57 | 0.064 |
| o22ai | 28 | 0.039 |
| nor3 | 6 | 0.0077 |
-- tightest hold or removal path: cells and delay by family --
family / cells / cell delay [ns]
buf+inv: 2 / 0.89
simple gates: 1 / 0.07
-- layout make-up --
cell class	count	area share
tap	184	0.0404
multi-input combinational	514	0.728
inverter	72	0.0474
timing repair buffer	107	0.184
-- where the power goes --
part           internal [W]  switching (W)
logic             0.0000819      0.0000835
registers                 0              0
clock network             0              0
total             0.0000819      0.0000835
-- metal layers --
metal | global-route usage | routed length, um | share of wire | vias up
li1 | - | - | - | 2333
met3 | 0.00872 | 388 | 0.031 | 10
met1 | 0.239 | 6330 | 0.51 | 1972
met5 | 0 | 0 | 0 | -
met2 | 0.268 | 5710 | 0.46 | 108
met4 | 0.0122 | 110 | 0.0088 | 0
-- worst paths after layout --
| kind | startpoint | end | cells past startpoint |
|---|---|---|---|
| max | ALUctr[2] | Zero | 15 |
| min | ALUctr[3] | Overfl | 3 |
-- logic make-up after synthesis --
family | Yosys count | share of synthesized area
and+or+nand+nor | 116 | 0.127
xor gates and xnor gates | 92 | 0.181
buffers and inverters | 104 | 0.0900
AOI/OAI and AO/OA | 174 | 0.255
adders and majority gates | 98 | 0.271
muxes | 34 | 0.0751
Power figures rest on the tool's default switching activity, not on a simulated workload.
