===== config.mk =====
export PLATFORM = sky130hd
export DESIGN_NAME = MUL
export DESIGN_NICKNAME = MUL
export VERILOG_FILES = /design/flow/design.v
export SDC_FILE = /design/flow/constraint.sdc
export NUM_CORES = 4
export LEC_CHECK = 1
export CORE_UTILIZATION = 50

===== constraint.sdc =====
current_design MUL

set clk_period 12.0
set clk_io_pct 0.2

create_clock -name clk0 -period $clk_period [get_ports {Clock}]

set non_clock_inputs [all_inputs -no_clocks]
set_input_delay [expr $clk_period * $clk_io_pct] -clock clk0 $non_clock_inputs
set_output_delay [expr $clk_period * $clk_io_pct] -clock clk0 [all_outputs]

===== design.v =====
`timescale 1ns / 1ps
module SimpleALU(ALUout, x, regHi, ALUop);
	output wire[31:0] ALUout;
	input[31:0] x, regHi;
	input ALUop;
	assign ALUout = ALUop ? (regHi + x) : (regHi - x);
endmodule
module Register_65(regOut, ALUout, y, Write, Shift, Load, Clock);
	output wire[64:0] regOut;
	input[31:0] y, ALUout;
	input Write, Shift, Load, Clock;
	reg[64:0] register;
	always @ (posedge Clock)
	begin
		if (Load)
		begin
			register = 0;
			register[32:1] = y;
		end
		if (Write) register[64:33] = ALUout;
		if (Shift) register = {register[64], register[64:1]};
	end
	assign regOut = register;
	initial register = 0;
endmodule
module Controller(Ready, ALUop, Write, Shift, Load, Start, regIn, Clock);
	output reg Ready, ALUop, Write, Shift, Load;
	input[1:0] regIn;
	input Clock, Start;
	reg restart, onCalculation;
	reg[5:0] count;
	always @ (!Start) restart = 1;
	always @ (posedge Clock)
	begin
		if (onCalculation)	 
		begin
			Shift = 1;
			Write = (regIn[1] != regIn[0]) && (!Load);
			case (regIn)
				2'b10: ALUop = 0;
				2'b01: ALUop = 1;
			endcase
			if (Load) Load = 0;
			count = count + 1;
			if (count == 6'd34)	 
			begin
				onCalculation = 0;
				Shift = 0; Write = 0; Load = 0; Ready = 1;
			end
			if (Start && restart)	 
			begin
				count = 6'd0;
				Load = 1; Ready = 0; Write = 0; Shift = 0;
				restart = 0;
			end
		end
		else begin
			if (Start && restart)	 
			begin
				count = 6'd0;
				Ready = 0; Write = 0; Shift = 0; Load = 1;
				onCalculation = 1;
			end
			else begin
				Shift = 0; Load = 0; Write = 0;
			end
		end
	end
	initial
	begin
		restart = 1;
		onCalculation = 0;
		count = 6'd0;
		ALUop = 0;
		Load = 0; Write = 0; Shift = 0; Ready = 0;
	end
endmodule
module MUL(x, y, Start, Hi, Lo, Ready, Clock);
	input[31:0] x, y;
	input Start, Clock;
	output wire[31:0] Hi, Lo;
	output wire Ready;
	wire ALUop, Write, Shift, Load;
	wire[64:0] regOut;
	wire[31:0] ALUout;
	SimpleALU ALU(ALUout, x, regOut[64:33], ALUop);
	Register_65 register(regOut, ALUout, y, Write, Shift, Load, Clock);
	Controller controller(Ready, ALUop, Write, Shift, Load, Start, regOut[1:0], Clock);
	assign Hi = regOut[64:33];
	assign Lo = regOut[32: 1];
endmodule
module MUL_Test;
	reg[31:0] x, y;
	reg Start, Clock;
	wire[63:0] res;
	wire Ready;
	wire[31:0] Hi, Lo;
	MUL uut(x, y, Start, Hi, Lo, Ready, Clock);
	assign res = {Hi, Lo};
	always #10 Clock = ~Clock;
	initial
	begin
		Clock = 0;
		x = -32'd3; y = 32'd6;
		Start = 1;
		#20;
		#800
		Start = 0;
		x = 32'd1234; y = 32'd56;
		#20 Start = 1;
		#800 Start = 0;
		#60 Start = 1;
		#100 Start = 0;
		x = 32'd57483; y = -32'd2893745;
		#20 Start = 1;
	end
endmodule

===== run.sh =====
#!/bin/bash
# OpenROAD 26Q1-2900-gdf79404cd8, Yosys 0.63+post, stock flow scripts
make -C /OpenROAD-flow-scripts/flow DESIGN_CONFIG=/design/flow/config.mk WORK_HOME=/design/flow/orfs finish

==> notes.md <==
Synthesis and PnR results.

- The effective utilization at floorplan reads 0.5209.
- Across the run, the number of max-cap violations was 0.
- Relative to the synthesized area, the layout overhead comes to 19.55%.
- The static power due to leakage reads 2.963 nW.
- The slack of the worst reg-to-reg path reads 8410 ps.
- The number of inserted diodes reads 0.
- The total of flip-flops plus latches after synthesis reads 77.
- The initial antenna violation count came to 0.
- The wire length on met3 is 779 microns.
- From left edge to right edge, the die measures 114.6 microns.
- Setup repair after global routing left no endpoint under its margin.
- The number of remaining DRC errors reads 0.
- According to the report, the first pass of detailed routing completed in 5 iterations.
- The most common cell in the synthesized netlist is sky130_fd_sc_hd__dfxtp_1.
- The kind of end point of the critical path reads a register.
- The analysis reports a worst IR drop on VDD of 0.00008916 V.
- For this design, the CTS-stage hold fixing added 0 buffers.
- The highest attainable clock frequency is 0.1547 GHz.
- The total of buffers placed on input and output ports reads 130.
- The main flop type reads sky130_fd_sc_hd__dfxtp_1.
- The fill cell total of the finished layout reads 1037.
- The worst reg2reg path startpoint is controller.ALUop.
- Yosys reports that the most numerous cell types are sky130_fd_sc_hd__dfxtp_1 (68), sky130_fd_sc_hd__a21oi_1 (65), sky130_fd_sc_hd__buf_4 (64), sky130_fd_sc_hd__nor2_1 (61), sky130_fd_sc_hd__nand2_1 (44).
- The number of warning messages in the logs reads 31.
- The routed via count is 5392.
- The final critical delay including setup and external delays is 6462 ps.
- The type of the worst min-delay path reads register to register.
- The number of cells on the worst hold path is listed as 2.
- The final worst-path cycle share reads 0.5385.
- The number of global-route vias before repair is 5212.
- The placeable core region reads 12160 sq um.
- The clock sink total is 77.
- The number of resized instances in the post-cts repair step is 0.
- The count of distinct cell types in the synthesized netlist is 73.
- After clock tree synthesis, the setup repair step added 0 buffers.
- The routed length per instance is 17.22 microns.
- The setup clock skew after layout reads 5.844 ps.
- The count of final hold-check violations reads 0.
- Entering global routing, the biggest net connects 66 pins.
- The row count is 40.
- In the final report, the number of pins over their slew limit comes to 0.
- The number of standard cells in the layout, taps in and fillers out reads 931.
- The number of synthesized flops with an enable pin is 9.
- The total chip power is 1.385 mW.
- The finished layout reports a core utilization of 0.6227.
- The detailed placer reported the number of placed instances as 915.
- The number of vias per cell reads 5.792.
- The total of endpoints with negative setup slack in the final report reads 0.
- The gate count of the mapped netlist is 708.
- The top-level I/O count is 131.
- The global-route wire length before repair reads 26280 microns.
- The die is 114.6 microns tall.
- STA shows the worst reg2reg path with a cell count of 11.
- The post-route report lists met1 wire length as 7509 microns.
- The synthesized area per cell is 8.947 sq um.
- The capturing point of the worst reg2reg path reads register.register[63].
- Summed over all layers, the global routing overflow is 0.
- The worst hold endpoint is controller.onCalculation.
- The worst-path maximum fanout is 7.
- The die footprint reads 13120 sq um.
- Clock latency on the worst-skew pair, taken at its later pin, is 340 ps.
- The cell area after technology mapping is 6335 sq um.
- TritonCTS built the clock tree.
- The synthesized netlist has a Yosys-reported chip area of 6335 sq um.
- The relative slew slack reads 0.4839.
- The combined global-route utilization of all metal layers is 0.2619.
- Summed over all nets, wire length on met2 after detailed routing comes to 7453 microns.
- The fraction of the yosys area taken by sequential cells reads 0.2576.
- The share of post-route cells with drive strength above 1 is 0.09567.
- The startpoint of the lowest-slack hold path reads controller.onCalculation.
- The root buffer cell chosen for the clock tree is sky130_fd_sc_hd__clkbuf_16.
- The top-area cell type share of the netlist area reads 0.2149.
- For reference, the top cells by area after synthesis are sky130_fd_sc_hd__dfxtp_1 (21%), sky130_fd_sc_hd__mux4_2 (11%), sky130_fd_sc_hd__ha_1 (7.7%).
- The worst setup path is of the primary input to register kind.
- The total negative setup slack is 0 ps.
- The total number of yosys warnings reads 2.
- The required time reported for the critical path endpoint reads 12230 ps.
- The share of flip-flops with an asynchronous set or reset after synthesis reads 0.
- The maximum number of buffers from clock root to sink is 2.
- The number of cells in Yosys stat reads 708.
- The estimated wirelength of the detail-placed design is 11730 microns.
- The uppermost signal routing layer after detailed routing reads met4.
- The remaining antenna violation count is 0.
- The launching element type of the critical path is a primary input.
- The wire length reported by the detailed router reads 16030 microns.
- The power per standard cell area reads 182.8 nW/um^2.
- The register clock-pin slew on the reported worst setup and hold paths is 60 ps.
- The number of clock buffers inserted by TritonCTS is 9.
- The DRC violation total after the first TritonRoute iteration reads 344.
- The endpoint arrival time on the critical path is 6690 ps.
- The clock tree synthesis step divided the H-tree into 3 levels.
- The global placer's final weighted congestion is 0.9612.
- The post-route worst hold slack reads 564.4 ps.
- The transition time at the pin with the least slew margin reads 774.2 ps.
- The flow ran to the end, and the final reports show no timing, DRC or antenna violations.
- Sorting the Yosys area breakdown by cell type puts at the top sky130_fd_sc_hd__dfxtp_1.
==> sequential cells by signal, indices dropped and copies added (netlist names) <==
name,count
controller.ALUop,1
controller.Load,1
controller.Ready,1
controller.Shift,1
controller.Write,1
controller.count,6
controller.onCalculation,1
register.register,65
==> placed cells by master (no fill, tap or decap), types with 6 or more instances in the layout <==
cell	count
sky130_fd_sc_hd__a31oi_1	8
sky130_fd_sc_hd__nor4_1	6
sky130_fd_sc_hd__edfxtp_1	9
sky130_fd_sc_hd__dfxtp_1	66
sky130_fd_sc_hd__xor2_1	37
sky130_fd_sc_hd__ha_1	39
sky130_fd_sc_hd__xnor2_1	21
sky130_fd_sc_hd__nand2_1	44
sky130_fd_sc_hd__o21ai_0	21
sky130_fd_sc_hd__a211oi_1	6
sky130_fd_sc_hd__nor2_1	60
sky130_fd_sc_hd__nand4_1	7
sky130_fd_sc_hd__a21o_1	8
sky130_fd_sc_hd__clkdlybuf4s50_1	130
sky130_fd_sc_hd__inv_1	18
sky130_fd_sc_hd__a22oi_1	25
sky130_fd_sc_hd__nor3_1	14
sky130_fd_sc_hd__nand3_1	17
sky130_fd_sc_hd__clkbuf_16	9
sky130_fd_sc_hd__buf_4	6
sky130_fd_sc_hd__mux2i_1	13
sky130_fd_sc_hd__mux4_2	31
sky130_fd_sc_hd__a21oi_1	65
==> worst max-delay path: stages <==
cell	delay, ps
sky130_fd_sc_hd__clkdlybuf4s50_1	460
sky130_fd_sc_hd__or3_1	450
sky130_fd_sc_hd__nor4_2	550
sky130_fd_sc_hd__nand4b_1	380
sky130_fd_sc_hd__nor4_1	280
sky130_fd_sc_hd__nor2_1	80
sky130_fd_sc_hd__xor2_1	170
sky130_fd_sc_hd__ha_1	410
sky130_fd_sc_hd__a21o_1	170
sky130_fd_sc_hd__o21bai_1	130
sky130_fd_sc_hd__nor2_1	90
sky130_fd_sc_hd__a2111oi_2	470
sky130_fd_sc_hd__o221ai_1	240
sky130_fd_sc_hd__xnor2_1	190
sky130_fd_sc_hd__a21bo_1	200
==> layout make-up <==
class,instances,area (sq um),share of cell area
Multi-Input combinational cell,514,4021,0.5310
Sequential cell,77,1634,0.2158
Timing Repair Buffer,136,1346,0.1778
Clock buffer,12,256.5,0.03387
Tap cell,168,210.2,0.02775
Inverter,20,75.07,0.009912
Clock inverter,4,30.03,0.003965
==> per-layer routing <==
metal | track usage | vias to the layer above
li1 | - | 2663
met1 | 0.4041 | 2563
met2 | 0.4113 | 146
met3 | 0.03290 | 20
met4 | 0.05022 | 0
met5 | 0 | -
==> power breakdown <==
| part | leakage (nW) | switching (mW) | internal (mW) |
|---|---|---|---|
| sequential | 0.672 | 0.0493 | 0.314 |
| combinational | 2.15 | 0.389 | 0.365 |
| clock | 0.140 | 0.113 | 0.153 |
| total | 2.96 | 0.552 | 0.833 |
==> how the worst max path moves through the flow <==
stage,startpoint,depth (start not counted),to
after CTS,x[3],16,register.register[63]
after global routing,x[3],16,register.register[64]
final,x[3],15,register.register[63]
==> cell families (layout without fill, tap and decap cells) <==
logic type               Yosys count  after routing  share of synthesized area
flip-flops                        77             77                     0.2576
AND/OR/NAND/NOR                  182            182                     0.1389
buffers and inverters            117            172                     0.1080
adder cells (fa/ha/maj)           40             40                    0.08019
XOR/XNOR                          59             59                    0.08276
AND-OR/OR-AND                    184            184                     0.1930
multiplexers                      49             49                     0.1396
==> per-stage QoR <==
step | area, sq um | setup WS [ps]
2_1_floorplan | 6335 | 6258
3_3_place_gp | 7287 | 5222
3_5_place_dp | 7287 | 5214
4_1_cts | 7574 | 5568
5_1_grt | 7574 | 5267
6_report | 7574 | 5538
No activity file was given, so power comes from the tool's default toggle rates.
